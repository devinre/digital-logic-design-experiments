File: ./design.v
`timescale 1ns / 1ps
module clk_100ms(clk, clk_100ms
    );
input wire clk;
output reg clk_100ms;
reg [31:0] cnt;
always @ (posedge clk) begin
   if (cnt < 500000) begin
       cnt <= cnt + 1;
   end else begin
       cnt <= 0;
       clk_100ms <= ~clk_100ms;
   end
end
endmodule
File: ./run.sh
#!/bin/bash
# OpenROAD 26Q1-2900-gdf79404cd8, Yosys 0.63+post, stock flow scripts
make -C /OpenROAD-flow-scripts/flow DESIGN_CONFIG=/design/flow/config.mk WORK_HOME=/design/flow/orfs finish
File: ./config.mk
export PLATFORM = sky130hd
export DESIGN_NAME = clk_100ms
export DESIGN_NICKNAME = clk_100ms
export VERILOG_FILES = /design/flow/design.v
export SDC_FILE = /design/flow/constraint.sdc
export NUM_CORES = 4
export LEC_CHECK = 1
export CORE_AREA = 10 10 89 89
export DIE_AREA = 0 0 99 99
File: ./constraint.sdc
current_design clk_100ms

set clk_period 2.6
set clk_io_pct 0.2

create_clock -name clk0 -period $clk_period [get_ports {clk}]

set non_clock_inputs [all_inputs -no_clocks]
set_input_delay [expr $clk_period * $clk_io_pct] -clock clk0 $non_clock_inputs
set_output_delay [expr $clk_period * $clk_io_pct] -clock clk0 [all_outputs]
==> job_summary.md <==
## PnR job results

| Metric | Value |
|---|---|
| Status | `finished, final reports clean` |
| Overall Power | `1.02 mW` |
| Number of instances in the placed design | `206` |
| Async S/R FF share, synth | `0` |
| # Post-CTS Setup Buffers | `0` |
| CTS tree | `built` |
| Final RePlAce weighted congestion | `0.777` |
| Clock Skew | `0.00486 ns` |
| Chip area | `9800 sq um` |
| Power Dens Cells | `670 nW/um^2` |
| Avg Synthesized Cell Area | `10.5 sq um` |
| Crit path time final | `1.84 ns` |
| Remaining DRCs | `0` |
| CTS clock-pin slew for the worst setup and hold paths | `0.07 ns` |
| Arithmetic-cell share of the synthesized area counting full adders, half adders and majority gates | `0.00981` |
| Width of the chip | `99 um` |
| Synthesized netlist cell count | `122` |
| CTS root buf | `clkbuf_8` |
| Category of the worst setup path launch point | `flop` |
| Starting Density | `0.213` |
| Aggregate global routing overflow | `0` |
| Worst reg-to-reg path cell count | `4` |
| Fraction of the mapped netlist area in simple logic gates | `0.202` |
| Xor+xnor area frac | `0.0893` |
| Unique cell type count in the Yosys netlist | `37` |
| Clock sink count | `33` |
| Initial antenna violation count | `0` |
| Required time reported for the critical path endpoint | `2.65 ns` |
| Vias | `861` |
| Final ANT Viol Nets | `0` |
| Yosys Instances | `122` |
| HP Class | `reg -> reg` |
| Maximum clock frequency | `544 MHz` |
| Final critical-path share of the clock period | `0.707` |
| Setup violators final | `0` |
| Yosys warns | `1` |
| Global routing's busiest layer | `met1` |
| Total global-route track usage | `0.0424` |
| FF+latch count, synth | `33` |
| Setup TNS Final | `0 ns` |
| Core outline area | `5990 sq um` |
| Pleak | `0.540 nW` |
| Slew @ Worst Pin | `0.679 ns` |
| Post-layout worst setup margin | `0.761 ns` |
| Maximum clock path buffer count | `2` |
| Share of cells above drive strength 1 | `0.108` |
| Capturing element type of the critical path | `flop` |
| Biggest fanout along the worst timing path | `20` |
| Chip area in the Yosys report | `1270 sq um` |
| Most frequently used flop master after synthesis | `dfxtp_1` |
| Tool warnings | `25` |
| Main logic family after synthesis | `simple AND/OR/NAND/NOR gates` |
| Final hold slack | `0.461 ns` |
| Total Wirelength | `2060 um` |
| Share of synthesized area spent on multiplexers | `0` |
| Clock latency reported for the late side of the worst-skew pair | `0.28 ns` |
| Global-route wire length before repair | `3540 um` |
| Arrival time of the worst setup path | `1.89 ns` |
| Global-route met1 utilization | `0.0651` |
| Number of iterations in the first detailed-routing pass | `4` |
| Synthesis-to-finish area growth | `19.1%` |
| Mapped Area | `1270 sq um` |
| Routing usage on met3 | `0.0183` |
| Via-to-Cell Ratio | `4.02` |
| Kind of critical path | `reg -> reg` |
| I/O pin count | `2` |
| Compound Share, Synth | `0.132` |
| Synth Seq Share | `0.526` |
| Post-CTS sizing | `0` |
| # port buffers | `1` |
| Met2 track demand over resource | `0.0531` |
| Avg WL per Cell | `9.63 um` |
| HPWL after detailed placement | `1350 um` |
| Via count of the first global-routing pass | `788` |
| Commonest cells after routing, fill and taps aside | `32 x dfxtp_1, 14 x a21oi_1, 13 x conb_1, 7 x xor2_1` |
| CTS Buf Count | `5` |
| RSZ-0062 raised after global routing | `no` |
| Antenna diode count | `0` |
| Final Slew Violations | `0` |
| Fin. Hold Viols | `0` |
| Most frequent standard cell in the layout excluding fill and tap cells | `dfxtp_1` |
| Post-synth tally of flip-flops with integrated enable | `1` |
| Number of instances on the worst hold path | `1` |
| Detailed router's first-iteration violation count | `45` |
| CTS Hold Buffers Added | `0` |
| Std-Cell Rows | `28` |
| Final cell count without fillers | `214` |
| Slew HR | `0.547` |
| Maximum resistive drop on vdd | `0.000358 V` |
| Maximum number of pins on one net before global-route repair | `21` |
| H-tree Lvls | `2` |
| Max-capacitance violation count | `0` |
| Worst slack after detailed placement | `0.774 ns` |
| Die y size | `99 um` |
==> path summary, 6_finish.rpt <==
kind / from / to / slack [ns]
setup / recovery: cnt[30]$_SDFF_PP0_ / clk_100ms$_DFFE_PP_ / 0.76
hold / removal: cnt[0]$_SDFF_PP0_ / cnt[0]$_SDFF_PP0_ / 0.46
setup reg to reg: cnt[30]$_SDFF_PP0_ / clk_100ms$_DFFE_PP_ / 0.76
hold reg to reg: cnt[0]$_SDFF_PP0_ / cnt[0]$_SDFF_PP0_ / 0.46
==> critical path, cell delays in order (launching register included) <==
cell and delay [ns]:
dfxtp_1 0.30, nor4_1 0.33, nand4_1 0.20, a41o_1 0.49, and2_1 0.28
==> where the power goes <==
group          switching (mW)  total, mW  internal [mW]  leakage [nW]
Combinational         0.00270    0.00385        0.00115         0.212
Clock                   0.180      0.493          0.312        0.0585
Sequential            0.00286      0.521          0.519         0.270
Total                   0.186       1.02          0.832         0.540
==> logic make-up (layout without fill, tap and decap cells) <==
family / Yosys count / count (layout)
simple gates: 38 / 38
flops: 33 / 33
compound gates: 26 / 26
xor+xnor: 13 / 13
buf+inv: 10 / 15
fa+ha+maj: 1 / 1
other cells: 1 / 13
==> registers in the layout, indices dropped and copies added, names as in the netlist <==
| signal | flops |
|---|---|
| clk_100ms | 1 |
| cnt | 32 |
==> metrics by stage <==
step           utilization  cell area (sq um)
4_1_cts              0.254               1520
2_1_floorplan            -               1320
3_5_place_dp         0.234               1400
5_1_grt              0.254               1520
6_report             0.254               1520
3_3_place_gp         0.234               1400
==> per-layer routing <==
metal / vias up / routed length (um)
met2: 8 / 796
met1: 384 / 1150
met5: - / 0
met4: 0 / 12
li1: 467 / -
met3: 2 / 104
==> layout make-up <==
cell class | count | area (sq um)
Fill cell | 619 | 4470
Sequential cell | 33 | 671
Multi-Input combinational cell | 91 | 602
Clock buffer | 7 | 86.3
Inverter | 5 | 18.8
Clock inverter | 1 | 30.0
Tap cell | 75 | 93.8
Timing Repair Buffer | 2 | 17.5
==> cell usage after synthesis (2+ instances only) <==
library cell  instances  area (sq um)
a21oi_1              14          70.1
xnor2_1               6          52.6
o21ai_0               3          15.0
inv_1                 5          18.8
and2_1                2          12.5
or3_1                 3          18.8
nand2_1               3          11.3
buf_2                 2          10.0
dfxtp_1              32           641
nand3_1               5          25.0
a22oi_1               3          22.5
xor2_1                7          61.3
nand4_1               6          37.5
and3_1                2          12.5
nor2_1                2          7.51
nor3_1                3          15.0
nor4_1                3          18.8
clkbuf_1              2          7.51
Power and IR drop assume default switching activity.
