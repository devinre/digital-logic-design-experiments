[./run.sh]
#!/bin/bash
# OpenROAD 26Q1-2900-gdf79404cd8, Yosys 0.63+post, stock flow scripts
make -C /OpenROAD-flow-scripts/flow DESIGN_CONFIG=/design/flow/config.mk WORK_HOME=/design/flow/orfs finish
[./config.mk]
export PLATFORM = sky130hd
export DESIGN_NAME = clk_1s
export DESIGN_NICKNAME = clk_1s
export VERILOG_FILES = /design/flow/design.v
export SDC_FILE = /design/flow/constraint.sdc
export NUM_CORES = 4
export LEC_CHECK = 1
export CORE_AREA = 10 10 103 103
export DIE_AREA = 0 0 113 113
[./constraint.sdc]
current_design clk_1s

set clk_period 5.2
set clk_io_pct 0.2

create_clock -name clk0 -period $clk_period [get_ports {clk}]

set non_clock_inputs [all_inputs -no_clocks]
set_input_delay [expr $clk_period * $clk_io_pct] -clock clk0 $non_clock_inputs
set_output_delay [expr $clk_period * $clk_io_pct] -clock clk0 [all_outputs]
[./design.v]
`timescale 1ns / 1ps
module clk_1s(clk, clk_1s);
input wire clk;
output reg clk_1s;
reg [31:0] cnt;
always @ (posedge clk) begin
   if (cnt < 50_000_000) begin
       cnt <= cnt + 1;
   end else begin
       cnt <= 0;
       clk_1s <= ~clk_1s;
   end
	end
endmodule
==> impl_summary.log <==
[report] extracting results
[metrics] outcome: finished clean
[metrics] worst setup margin: 3062 ps
[metrics] number of design-rule violations left by the first detailed-router iteration: 73
[metrics] worst-case clock buffer depth: 2
[metrics] switching part of the total power: 19.36%
[metrics] CTS Sinks: 33
[metrics] post-route insts no fill: 266
[metrics] post-detailed-placement half-perimeter wirelength: 1.611 mm
[metrics] Post-synth seq share: 47.31%
[metrics] sequential fraction of design power: 48.1%
[metrics] Yosys Warn Count: 1
[metrics] worst setup slack after placement: 3093 ps
[metrics] average instance area after synthesis: 9.326 um^2
[metrics] Final period util: 41.12%
[metrics] floorplan utilization: 17.08%
[metrics] top-level port count: 2
[metrics] total power draw: 0.5384 mW
[metrics] cell types with the largest area share after synthesis: dfxtp_1 (45%), nor3_1 (7.1%), xnor2_1 (5.6%)
[metrics] Clock H-tree levels: 2
[metrics] routability-driven placement congestion ratio: 0.8114
[metrics] Clock Tree Root: clkbuf_8
[metrics] Clock Latency Late Sink: 290 ps
[metrics] post-DR vias/cell: 4.083
[metrics] Final Skew: 7.220 ps
[metrics] number of instances in the synthesized netlist: 152
[metrics] Critical-path top delay cell: clkdlybuf4s50_1
[metrics] post-cts repair resize count: 0
[metrics] CP Cell Sequence: clkdlybuf4s50_1
[metrics] GRT Total Usage: 4.056%
[metrics] Worst Path Required: 4160 ps
[metrics] drt pass-1 iters: 4
[metrics] width of the die: 113 um
[metrics] proportion of power drawn by combinational gates: 0.8%
[metrics] count of vias placed by the detailed router: 1086
[metrics] maximum vdd ir drop: 124.7 uV
[metrics] tool warnings: 25
[metrics] total of endpoints with negative setup slack in the final report: 0
[metrics] total power divided by cell area: 318.3 nW/um^2
[metrics] WP buf/inv: 1
[metrics] portion of total power attributed to the clock network: 51.0%
[metrics] type of the setup path with the least slack: flip-flop to output pin
[metrics] Max FO, Critical Path: 2
[metrics] final critical-path required period: 2138 ps
[metrics] drt total wl: 2.489 mm
[metrics] Final Core Density: 20.38%
[metrics] total of buffers placed on input and output ports: 1
[metrics] number of global-route vias before repair: 1023
[metrics] Internal: 0.4342 mW
[metrics] Placement Cell Area: 1559 um^2
[metrics] number of placed cells counting well taps: 258
[metrics] Design Area, Final: 1692 um^2
[metrics] cell type contributing the most total cell area after synthesis: dfxtp_1
[metrics] unrepaired setup endpoints after global routing: false
[metrics] pin count of the biggest net entering global routing: 28
[metrics] wire length of the first global-routing pass: 4.574 mm
[metrics] Max stage delay on crit path: 470 ps
[metrics] Achievable Freq: 467.7 MHz
[metrics] Final Hold Violating Endpoints: 0
[metrics] path category of the worst min-delay check: flip-flop to flip-flop
[metrics] startpoint class of the critical path: flip-flop
[metrics] cell area after synthesis: 1418 um^2
[metrics] cell count in the Yosys report: 152
[metrics] post-synth area from yosys stat: 1418 um^2
[metrics] number of diodes: 0
[metrics] sum of negative setup slack: 0 ps
[metrics] critical path data arrival time: 1100 ps
[metrics] DR WL/cell: 9.357 um
[metrics] post-route antenna net violation count: 0
[metrics] leakage power of the design: 0.4778 nW
[metrics] die height: 113 um
[metrics] worst slack on hold paths: 491.7 ps
[metrics] type of element capturing the critical path: output pin
[metrics] ratio of cells with drive above 1 in the final layout: 10.56%
[metrics] number of antenna violations at the first check in global routing: 0
[metrics] final count of pins violating max slew: 0
[metrics] CTS tree: done
[metrics] Row Count: 33
[metrics] CORE AREA: 8299 um^2
[metrics] DRC violation count after routing: 0
[metrics] Flops after synth: 33
[metrics] CTS Buf Count: 5
[metrics] P&R area growth vs syn: 19.33%
[metrics] Max-Cap Viols: 0
[metrics] Chip Area: 12770 um^2
[metrics] top-area cell type share of the netlist area: 45.19%
[metrics] kind of cell with the highest combined delay on the critical path: buffers and inverters
[metrics] Cell Type Count: 32
[metrics] P_sw: 0.1042 mW
[metrics] grt ovf: 0
[metrics] number of post-CTS setup repair buffers: 0
[metrics] CTS clk-pin slew, worst paths: 70 ps
[metrics] number of buffers inserted for hold repair after clock tree synthesis: 0
## cells in the final DEF (no fill, tap or decap), drive strengths merged
cell	synthesis	layout
dfxtp	32	32
nor3	20	20
nand2	12	12
xnor2	9	9
a211oi	9	9
or3	7	7
nand3	6	6
xor2	6	6
o21ai	6	6
conb	1	6
nand4	6	6
clkbuf	6	6
nor2	5	5
inv	4	5
or4	5	5
nor4	3	3
o31ai	3	3
and3	2	2
buf	1	2
a211o	1	1
and2	1	1
a21oi	1	1
a311oi	1	1
or2	1	1
and4	1	1
nor3b	1	1
ha	1	1
edfxtp	1	1
bufinv	0	1
clkdlybuf4s50	0	1
## power groups by stage
stage,sequential [mW],combinational [mW],clock [mW]
4_1_cts,0.259,0.00468,0.279
5_1_grt,0.260,0.00542,0.293
6_report,0.259,0.00440,0.275
## cell usage after synthesis
cell,number
nand4_1,5
conb_1,1
buf_6,1
and3_1,2
and4_1,1
or2_2,1
a211oi_1,8
nor3_1,20
o31ai_1,3
nor3b_1,1
a21oi_1,1
inv_1,4
nand3_1,6
or4_4,2
nor4_1,3
or4_1,3
and2_1,1
nand2_1,12
ha_1,1
dfxtp_1,32
xor2_1,6
or3_2,1
a211oi_2,1
clkbuf_1,6
a211o_1,1
xnor2_1,9
nand4_4,1
a311oi_2,1
or3_1,6
o21ai_0,6
nor2_1,5
edfxtp_1,1
## layout make-up
type | count | area (um^2)
clock buffer | 6 | 93.84
clock inverter | 2 | 38.79
fill | 886 | 6608
inverter | 4 | 15.01
multi-input combinational | 113 | 716.9
sequential | 33 | 670.6
tap | 105 | 131.4
timing repair buffer | 3 | 25.02
## flip-flops by register name, summed over array words and instances, names as in the netlist
name / count
cnt: 32
clk_1s: 1
## per-layer routing
layer / wire length, um / vias to the layer above / GRT usage, %
li1: - / 569 / -
met2: 989 / 15 / 6.106
met1: 1329 / 492 / 5.604
met3: 120 / 10 / 1.335
met5: 0 / - / 0
met4: 49 / 0 / 0.6768
## cell families (layout without fill, tap and decap cells)
family,count (synthesis),after routing,synth area share (%)
xor+xnor,15,15,9.268
fa+ha+maj,1,1,0.8825
buf+inv,11,15,3.442
flops,33,33,47.31
compound gates,21,21,10.86
simple gates,70,70,27.98
other cells,1,6,0.2645
## worst paths after layout
| path | from | to | slack, ps | depth (start not counted) |
|---|---|---|---|---|
| max | clk_1s$_DFFE_PP_ | clk_1s | 3060 | 1 |
| max reg2reg | cnt[0]$_SDFF_PP0_ | cnt[22]$_SDFF_PP0_ | 3070 | 5 |
| min reg2reg | cnt[25]$_SDFF_PP0_ | cnt[25]$_SDFF_PP0_ | 490 | 2 |
| min | cnt[25]$_SDFF_PP0_ | cnt[25]$_SDFF_PP0_ | 490 | 2 |
No activity file was given, so power comes from the tool's default toggle rates.
